[/design/flow/design.v]
module avg_kernel(
    input clk,
    input en,
    input [WIDTH-1:0] din_1,
    input [WIDTH-1:0] din_0,
    input [9:0] row_cnt,
    input [9:0] col_cnt,
    output [9:0] dout,
    output reg out_valid,
    output odd_out
    );
parameter WIDTH = 8;
parameter ROW = 480;
parameter COL = 752;
reg [WIDTH-1:0] kernel [3:0];
always @(posedge clk or negedge en) begin
    if (!en) 
    begin: kernel_rst
        integer i;
        for(i=0;i<4;i=i+1) begin
            kernel[i] <= 8'd1;
        end
    end
    else 
        begin: kernel_inst
        integer i;
        kernel[3]  <= din_1;
        kernel[1]  <= din_0;
        kernel[2]  <= kernel[3];
        kernel[0]  <= kernel[1];
    end
end
always @(posedge clk or negedge en) begin
    if (!en) begin
        out_valid <= 1'b0;
    end
    else begin
        if (row_cnt == 10'd1 && col_cnt == 10'd1) begin
            out_valid <= 1'b1;
        end
        else if (row_cnt == 10'd480 && col_cnt == 10'd0) begin
            out_valid <= 1'b0;
        end
        else begin
            out_valid <= out_valid;
        end
    end
end
assign odd_out = ((row_cnt[0] == 1'b1 && col_cnt >= 10'd2) || (row_cnt[0] == 1'b0 && col_cnt < 10'd2)) && col_cnt[0] == 1'b0 ? 1'b1 : 1'b0;
wire [WIDTH+1:0] k [3:0];
assign k[0] = {2'b0, kernel[0]};
assign k[1] = {2'b0, kernel[1]};
assign k[2] = {2'b0, kernel[2]};
assign k[3] = {2'b0, kernel[3]};
assign dout = k[0] + k[1] + k[2] + k[3];
endmodule
[/design/flow/run.sh]
#!/bin/bash
# OpenROAD 26Q1-2900-gdf79404cd8, Yosys 0.63+post, stock flow scripts
make -C /OpenROAD-flow-scripts/flow DESIGN_CONFIG=/design/flow/config.mk WORK_HOME=/design/flow/orfs finish
[/design/flow/config.mk]
export PLATFORM = sky130hd
export DESIGN_NAME = avg_kernel
export DESIGN_NICKNAME = avg_kernel
export VERILOG_FILES = /design/flow/design.v
export SDC_FILE = /design/flow/constraint.sdc
export NUM_CORES = 4
export LEC_CHECK = 1
export CORE_UTILIZATION = 30
[/design/flow/constraint.sdc]
current_design avg_kernel

set clk_period 6.2
set clk_io_pct 0.2

create_clock -name clk0 -period $clk_period [get_ports {clk}]

set non_clock_inputs [all_inputs -no_clocks]
set_input_delay [expr $clk_period * $clk_io_pct] -clock clk0 $non_clock_inputs
set_output_delay [expr $clk_period * $clk_io_pct] -clock clk0 [all_outputs]
==> Changelog: implementation <==
### Metrics

- H-tree levels: 2
- Ant diodes: 0
- Area added between synthesis and finish: 41.6%
- DIE WIDTH: 75.4 um
- Min-delay src: kernel[3][0]
- Vias in the first global route: 1063
- YS chip area: 0.00162 mm^2
- Sink Count: 33
- Max Root-Sink Buffers: 2
- I/O pin cnt: 50
- Final Slew Violations: 0
- Clock share of power: 24.1%
- Routed Antenna Nets: 0
- Routed wire length: 2440 um
- LEAKAGE: 1.03 nW
- CP Max Fanout: 3
- CTS Root Cell: clkbuf_8
- Clock skew: 0.000730 ns
- Post-cts gate resize count: 0
- Flop pwr share: 37.1%
- Worst slew pin tran: 0.388 ns
- Hold Path Sink: kernel[2][0]
- Die height: 75.4 um
- Fin crit period: 4.78 ns
- AND/OR/NAND/NOR Cells, Area Fraction: 6.66%
- Logic pwr share: 38.8%
- Initial antenna violation count: 0
- Hold WC Path Type: reg2reg
- Starting DRT DRC Count: 33
- Global-route wire length before repair: 4130 um
- Synth Area per Inst: 12.8 um^2
- Final worst slack: 1.42 ns
- Seq share, synth: 51.4%
- Via count: 1069
- Crit Path Class: reg2out
- Mux share: 0%
- CTS tree: built
- RR Endpoint: out_valid
- Max-Cap Viols: 0
- Maximum VDD drop: 0.000142 V
- DR pass1 iterations: 4
- Yosys aoi share: 5.03%
- Hold slack: 0.368 ns
- Worst endpoint data arrival time: 3.54 ns
- Reg-to-reg startpoint: out_valid
- Slew headroom: 74.1%
- Distinct cell type count after synthesis: 22
- Yosys adder share: 26.8%
- Pwr dens: 274 mW/mm^2
- GP Congestion: 0.815
- Hold Crit Depth: 0
- Yosys cell count: 126
- Dpl hpwl: 2140 um
- Cts bufs inserted: 5
- Postcts setup bufs: 0
- Clock-pin slew on the worst setup and hold paths: 0.06 ns
- Pre-CTS setup slack: 1.68 ns
- WL/cell: 9.64 um
- Top logic family: adder cells
- Num rows: 26
- Worst EP required: 4.96 ns
- Share of cells above drive strength 1: 6.56%
- Die Size: 0.00568 mm^2
- Mapped Cells: 126
- Number of I/O port buffers: 49
- Vias per inst: 4.23
- Synth flops: 33
- CP Launch Type: register
- GRT Util Overall: 9.81%
- Largest net degree at the start of global routing: 34
- Final setup vio count: 0
- FF-to-FF path depth: 3
- Final Cycle Share: 77.2%
- Tool warning count: 25
- Setup TNS: 0 ns
- Status: complete, no violations
- Hold_buf cts: 0
- R2R Setup Slk: 5.44 ns
- Core Area: 0.00514 mm^2
- Drt drc: 0
- Fin. Hold Viols: 0
- Final-layout fill cell count: 483
- RSZ-0062 raised after global routing: no
- Syn Std Cell Area: 0.00162 mm^2
- YS warnings: 2
- Clk latency late pin: 0.27 ns
- Switching share of power: 25.1%
- Switching pwr: 0.000157 W
- XOR/XNOR Area Share: 3.80%
- Max Freq: 209 MHz
- Internal power: 0.000470 W
- Total grt overflow: 0
- Critical path capture point type: primary output
- Initial Util: 31.4%
[logic make-up (layout without fill, tap and decap cells)]
kind of cell	count (synthesis)	in the layout
xor gates and xnor gates	7	7
DFF	33	33
adders and majority gates	25	25
and+or+nand+nor	22	22
AOI/OAI and AO/OA	12	12
buffers and inverters	27	84
[layout make-up]
cell class | count | area (um^2) | area share (%)
Multi-Input combinational cell | 66 | 683 | 29.9
Timing Repair Buffer | 50 | 498 | 21.8
Sequential cell | 33 | 831 | 36.3
Tap cell | 70 | 87.6 | 3.83
Inverter | 27 | 101 | 4.43
Clock buffer | 7 | 86.3 | 3.77
[Yosys cell counts]
cell	n	share of area (%)
dfstp_2	4	6.5
nand4_1	1	0.39
a21oi_1	4	1.2
nor2_1	4	0.93
ha_1	9	7.0
xnor2_1	3	1.6
nand2_1	5	1.2
or2_2	1	0.39
nor3_1	3	0.93
o2bb2ai_1	1	0.54
o211ai_1	3	1.4
nand3_1	3	0.93
inv_1	27	6.3
o21bai_1	1	0.46
nor4_1	3	1.2
fa_1	16	20
xor2_1	4	2.2
dfrtp_1	29	45
o31ai_1	1	0.46
a21o_1	1	0.46
o21a_1	1	0.46
or3_1	2	0.77
[how the worst max path moves through the flow]
stage | end | slack [ns] | startpoint | depth (start not counted)
6_report | dout[7] | 1.42 | kernel[0][1] | 9
5_1_grt | dout[7] | 1.29 | kernel[0][1] | 9
4_1_cts | dout[7] | 1.38 | kernel[0][1] | 9
[power by group through the flow]
stage / registers [W] / clock network [W] / logic [W]
after CTS: 0.000233 / 0.000159 / 0.000249
after global routing: 0.000234 / 0.000169 / 0.000276
final: 0.000233 / 0.000151 / 0.000243
[per-layer routing]
metal / up-vias / GRT usage (%) / share of wire (%)
li1: 506 / - / -
met1: 512 / 12.2 / 38
met2: 46 / 17.0 / 50
met3: 5 / 4.02 / 11
met4: 0 / 1.03 / 1.3
met5: - / 0 / 0
[through the flow]
step / cell area, um^2 / power, W / utilization, % / std cells
finish: 2290 / 0.000627 / 44.5 / 253
global route: 2290 / 0.000678 / 44.5 / 253
CTS: 2290 / 0.000640 / 44.5 / 253
detailed placement: 2200 / 0.000484 / 42.8 / 246
global placement: 2200 / 0.000481 / 42.8 / 246
floorplan: 1620 / 0.000347 / - / 126
[worst max-delay path, cell delays in order, from the launching register on]
cell and delay (ns):
dfrtp_1 0.38, fa_1 0.57, fa_1 0.42, ha_1 0.24, fa_1 0.41, a21o_1 0.19, a21oi_1 0.26, o211ai_1 0.16
xor2_1 0.16, clkdlybuf4s50_1 0.48
[flip-flops by register name (all words and copies together), names as in the netlist]
| register | count |
|---|---|
| out_valid | 1 |
| kernel | 32 |
[layout by cell type, fill, tap and decap left out]
master           netlist  final
buf_4                  0      1
clkdlybuf4s50_1        0     49
clkbuf_8               0      6
inv_1                 27     27
nor3_1                 3      3
nor4_1                 3      3
nand2_1                5      5
nand3_1                3      3
xor2_1                 4      4
nor2_1                 4      4
fa_1                  16     16
or2_2                  1      1
a21o_1                 1      1
o31ai_1                1      1
or3_1                  2      2
o211ai_1               3      3
o2bb2ai_1              1      1
clkbuf_1               0      1
dfrtp_1               29     29
a21oi_1                4      4
nand4_1                1      1
dfstp_2                4      4
o21a_1                 1      1
ha_1                   9      9
o21bai_1               1      1
xnor2_1                3      3
Power and IR drop assume default switching activity.
